==> /design/flow/design.v <==
module csr (
    output reg [31:0] rdata, epc_evec, output reg csr_flag, FlushD1, FlushE1, FlushW,
    input [31:0] addr, operand, Instruction_M, PC_M,
    input clk, rst, interrupt
);
    reg [31:0] csr_reg [0:5];
    reg [31:0] mstatus; 
    reg [31:0] mie; 
    reg [31:0] mip; 
    reg [31:0] mcause; 
    reg [31:0] mepc;
    reg [31:0] mtvec;
    integer i;
    always @(*) begin
        mstatus = csr_reg[1];
        mie = csr_reg[2];
        mip = csr_reg[3];
        mcause = csr_reg[4];
        mepc = csr_reg[5];
        mtvec = csr_reg[0];
    end
    always@(*) begin 
        FlushD1 = 0;
        FlushE1 = 0;
        FlushW = 0;
        csr_flag = 0;
        csr_reg[4][31] =1'b0;
        csr_reg[4][30:0] = 31'd0;
        if (rst) begin
            for (i =0 ;i<=5 ;i++ ) begin
                csr_reg[i] <= 0;
            end
        end 
        else begin
        if(interrupt) begin
            FlushD1 = 1;
            FlushE1 = 1;
            FlushW = 1;
            csr_reg[4][31] =1'b1;
            csr_reg[4][30:0] = 31'd1; 
            csr_reg[5] = PC_M;
            epc_evec = mtvec+(mcause[30:0] << 2) ;
            csr_flag = 1;
        end else begin
        case ({Instruction_M[6:0],Instruction_M[14:12]})
        10'b1110011_000: begin
            epc_evec = mepc; 
            csr_flag = 1;
        end
        10'b1110011_001: begin  
            rdata = csr_reg[addr];
            csr_reg[addr] = operand;
        end
        10'b1110011_010: begin  
            rdata = csr_reg[addr];
            csr_reg[addr] = csr_reg[addr] | operand;
        end 
    endcase
        end
        end
    end
endmodule
==> /design/flow/run.sh <==
#!/bin/bash
# OpenROAD 26Q1-2900-gdf79404cd8, Yosys 0.63+post, stock flow scripts
make -C /OpenROAD-flow-scripts/flow DESIGN_CONFIG=/design/flow/config.mk WORK_HOME=/design/flow/orfs finish
==> /design/flow/config.mk <==
export PLATFORM = sky130hd
export DESIGN_NAME = csr
export DESIGN_NICKNAME = csr
export VERILOG_FILES = /design/flow/design.v
export SDC_FILE = /design/flow/constraint.sdc
export NUM_CORES = 4
export LEC_CHECK = 1
export CORE_UTILIZATION = 40
==> /design/flow/constraint.sdc <==
current_design csr

set clk_period 5.4
set clk_io_pct 0.2

create_clock -name clk0 -period $clk_period

set non_clock_inputs [all_inputs -no_clocks]
set_input_delay [expr $clk_period * $clk_io_pct] -clock clk0 $non_clock_inputs
set_output_delay [expr $clk_period * $clk_io_pct] -clock clk0 [all_outputs]
==> results.txt <==
The run has ended; figures from its reports follow.

According to the floorplan report, the total die area is between 20000 and 25000 µm². The highest clock frequency the design can meet is 263 MHz. The delay of the slowest critical-path stage came out at roughly 0.5 ns. The cell area after layout is 9560 µm². The total area of multi-input combinational cells is about 4200 µm². The number of distinct standard cells referenced by the synthesized netlist is around 76. The sequential cells in the finished layout cover a total of between 3000 and 4000 µm². The count of unclocked register or latch pins is about 220. The number of fillers in the final layout is ~1800. The number of synthesized register bits came out at roughly 220. The number of global-route vias before repair came to around 7500. Across every metal layer, demand over resource in global routing totals about 28%. The final-report hold violation count is 0. The first global-routing pass estimated 42.1 mm of wire. The residual DRC count came out at 0. The residual antenna-violating net count after detailed routing came out at 0. The cell area that synthesis handed to floorplanning was 7830 µm².

The count of vias placed by the detailed router is 7543. The number of setup violations in the final report came out at 0. The signal on the critical path passes through clkdlybuf4s50_1, nand4b_1, nor4_1, nor2_1, nor2_1, clkdlybuf4s50_1.

The max-capacitance violation count is 0. For this design, the slowest cell found on the critical path is sky130_fd_sc_hd__clkdlybuf4s50_1. The core utilization at floorplan came out at 41.3%.

The time the worst path needs with I/O delays and setup came out at ~3.8 ns. For this design the static power due to leakage is approximately 4.2 nW. The final total negative setup slack is 0 ns. The synthesis warning total came out at 162. The non-filler instance count after layout is 1329. The pre-antenna-repair detailed-routing pass consisted of 5 iterations.

The script logs the ratio of routed vias to standard cells as around 5.7. The core area came out at ~19000 µm². The wire length recorded after detailed routing is approximately 27 mm.

STA classifies the critical path startpoint as an input pin. Checking hold timing, the worst path is listed with class input pin to output pin. OpenROAD emitted warnings numbering ~84.

The maximum number of pins on one net before global-route repair came out at roughly 60. The share of post-route cells with drive strength above 1 is between 5 and 6%. The dominant delay contributor by cell family on the critical path is buffers and inverters. For reference, the post-synthesis area per instance comes to about 8.1 µm².

The worst setup path is captured at an output pin. The area growth from synthesis to layout is 22.0%. The initial antenna violation count is 0.

The number of buffers inserted by port buffering is 147. The gate count after technology mapping came out at about 970. The data required time of the critical path is ~4.3 ns.

According to the floorplan report, the die width is about 140 µm. The register with the most flip-flops in the layout has around 160 of them. Antenna repair during routing inserted a diode count of 0. The number of max-slew violations in the final report came out at 0. The residual overflow from global routing is 0.

The relative max-transition margin is between 30% and 40%. The sum of net half-perimeters after detailed placement came out at between 15 and 20 mm. between 200 and 300 endpoints have no timing constraint. The count of standard-cell rows is roughly 50. In the synthesized netlist the async set-or-reset flop fraction comes to 0%. The I/O pin count came out at roughly 200. Per the OpenROAD floorplan log, the height of the die is approximately 140 µm. The maximum net fanout on the critical path came out at 3. The number of placed cells counting well taps came out at about 1300. The buffer-and-inverter tally for the worst setup path came out at 2. Setup repair after global routing left no endpoint under its margin. The data arrival time at the worst-slack endpoint came out at about 2.7 ns. For this block, the initial DRC count from the detailed router was between 300 and 400.

Dividing the detail-routed wire length by the instance count gives ~20 µm. The synthesis report names the predominant flop master as sky130_fd_sc_hd__dlxtn_1. At the pin with the least slew margin, the transition time is 0.911 ns. The cell area power density came out at roughly 56 nW/µm². The critical setup path kind is input pin to output pin. The number of cells upsized or downsized after cts came out at 0. The placement summary gives the final routability congestion estimate as between 0.9 and 1. The number of enable-type register cells in the synthesized netlist is 0. The cell total in the yosys stat output came out at 966.

The placement-stage cell area came out at between 9000 and 10000 µm². The number of setup buffers added after CTS is 0. The largest voltage drop on the vdd net came out at 0.0551 mV. The number of buffers inserted by hold repair at cts is 0. The run finished with clean final reports. Dividing the final minimum period by the clock period gives a little over two thirds. The chip area line in the Yosys stat output reads 7830 µm².
==> worst min-delay path, cell delays in order <==
cell and delay (ns):
sky130_fd_sc_hd__buf_2 0.33, sky130_fd_sc_hd__nor2_1 0.23, sky130_fd_sc_hd__clkdlybuf4s50_1 0.49
==> cells in the mapped netlist (all sizes together), types with 12 or more instances <==
cell type / instances / area (µm²)
dlxtn: 224 / 3360
nor2: 137 / 514
o21ai: 76 / 384
a21oi: 70 / 362
clkbuf: 52 / 195
nand2: 51 / 191
a211oi: 37 / 283
a21o: 35 / 263
ha: 29 / 363
a31oi: 28 / 181
a22oi: 22 / 165
buf: 16 / 83.8
inv: 12 / 45.0
mux2: 12 / 135
nor2b: 12 / 75.1
==> cell type report <==
cell class                      count  area share (%)
Multi-Input combinational cell    662            43.8
Inverter                           12           0.471
Sequential cell                   224            35.2
Timing Repair Buffer              171            17.2
Tap cell                          260            3.40
==> path summary, 6_finish.rpt <==
path | cells past startpoint | end | slack, ns | start
hold / removal | 3 | csr_flag | 3.22 | rst
setup / recovery | 6 | csr_flag | 1.60 | Instruction_M[3]
==> per-layer routing <==
metal	global-route usage (%)	vias to the layer above	wire (µm)
met4	5.15	0	620
met1	41.4	3534	12200
met5	0	-	0
met2	45.7	285	12100
met3	3.67	44	1560
li1	-	3680	-
==> cell families after synthesis <==
group	Yosys count	synth area share, %
latches	224	42.9
mux	15	2.11
fa+ha+maj	30	4.89
xor+xnor	15	1.68
simple gates	253	14.4
buf+inv	80	4.14
compound gates	349	29.8
==> cells in the final DEF (no fill, tap or decap), types with 4 or more instances in the layout <==
master and n:
sky130_fd_sc_hd__dlxtn_1 224, sky130_fd_sc_hd__clkdlybuf4s50_1 145, sky130_fd_sc_hd__nor2_1 137, sky130_fd_sc_hd__a21oi_1 68, sky130_fd_sc_hd__o21ai_0 65, sky130_fd_sc_hd__nand2_1 51, sky130_fd_sc_hd__a211oi_1 36, sky130_fd_sc_hd__a21o_1 35
sky130_fd_sc_hd__ha_1 29, sky130_fd_sc_hd__a31oi_1 24, sky130_fd_sc_hd__buf_4 24, sky130_fd_sc_hd__a22oi_1 22, sky130_fd_sc_hd__nor2b_1 12, sky130_fd_sc_hd__mux2_2 12, sky130_fd_sc_hd__a22o_1 11, sky130_fd_sc_hd__o21ai_1 10
sky130_fd_sc_hd__xnor2_1 10, sky130_fd_sc_hd__nand4_1 10, sky130_fd_sc_hd__inv_1 9, sky130_fd_sc_hd__nand3_1 8, sky130_fd_sc_hd__o21a_1 8, sky130_fd_sc_hd__o22ai_1 7, sky130_fd_sc_hd__o31ai_1 7, sky130_fd_sc_hd__nand2b_1 6
sky130_fd_sc_hd__nor3_1 6, sky130_fd_sc_hd__o21bai_1 5, sky130_fd_sc_hd__xor2_1 5, sky130_fd_sc_hd__a31oi_2 4
==> stage by stage <==
stage,util (%),power [W],hold slack [ns],worst slack (ns)
2_1_floorplan,-,0.000318,2.30,2.18
3_3_place_gp,50.4,0.000532,3.21,1.60
3_5_place_dp,50.4,0.000532,3.21,1.60
4_1_cts,50.4,0.000535,3.22,1.58
5_1_grt,50.4,0.000577,3.29,1.42
6_report,50.4,0.000535,3.22,1.60
==> where the power goes <==
part,total [W],switching [W],leakage [nW],internal (W)
registers,0.000148,0.0000184,1.77,0.000130
logic,0.000387,0.000208,2.48,0.000178
clock network,0,0,0,0
No activity file was given, so power comes from the tool's default toggle rates.
