`/design/flow/design.v`:
```
module BCD (
    input [7:0] binary,
    output reg [3:0] Hundreds, Tens, Ones
);
    integer  i;
    always @(binary) begin
        Hundreds = 4'd0;
        Tens = 4'b0;
        Ones = 4'b0;
        for (i = 7; i>=0 ; i=i-1) begin
            if (Hundreds >=5) begin
                Hundreds = Hundreds +3;
            end
            if (Tens >=5) begin
                Tens = Tens +3;
            end
            if (Ones >=5) begin
                Ones = Ones +3;
            end
            Hundreds = Hundreds << 1;
            Hundreds[0] = Tens[3];
            Tens = Tens << 1;
            Tens[0] = Ones[3];
            Ones  = Ones << 1;
            Ones[0] = binary[i];
        end
    end
endmodule
```
`/design/flow/config.mk`:
```
export PLATFORM = sky130hd
export DESIGN_NAME = BCD
export DESIGN_NICKNAME = BCD
export VERILOG_FILES = /design/flow/design.v
export SDC_FILE = /design/flow/constraint.sdc
export NUM_CORES = 4
export LEC_CHECK = 1
export CORE_AREA = 10 10 70 70
export DIE_AREA = 0 0 80 80
```
`/design/flow/run.sh`:
```
#!/bin/bash
# OpenROAD 26Q1-2900-gdf79404cd8, Yosys 0.63+post, stock flow scripts
make -C /OpenROAD-flow-scripts/flow DESIGN_CONFIG=/design/flow/config.mk WORK_HOME=/design/flow/orfs finish
```
`/design/flow/constraint.sdc`:
```
current_design BCD

set clk_period 6.6
set clk_io_pct 0.2

create_clock -name clk0 -period $clk_period

set non_clock_inputs [all_inputs -no_clocks]
set_input_delay [expr $clk_period * $clk_io_pct] -clock clk0 $non_clock_inputs
set_output_delay [expr $clk_period * $clk_io_pct] -clock clk0 [all_outputs]
```
==> results.txt <==
Results of the implementation run.

The floorplan has 21 rows. The count of nets left with antenna violations once routing finished came out at 0. The highest net fanout along the worst path is 5. The shortest period the worst path allows came out at 6410 ps. The core utilization at floorplan came out at 27.9%. Per the OpenROAD floorplan log, the area of the die is 6400 um2. Global routing used 1.14% of the available met3 tracks. In the finished layout, the clock tree contains a buffer count of 0.

From the final report, the count of setup violators was given as 0. In this run, distinct cell masters in the synthesized netlist total 60. The netlist area before placement came out at 952 um2. The ratio of routed vias to standard cells is 5.25. The antenna diode count came out at 0. The global-route wire length before repair came out at 5180 um.

The sum of buffers and inverters on the critical path is 5. The count of pins over their slew limit came out at 0. The run reported a max-capacitance violation count of 0.

The mean area per synthesized cell came out at 7.05 um2. The width of the die came out at 80 um. The global-route congestion overflow total came out at 0. STA classifies the critical path startpoint as a primary input.

The growth of design area from synthesis to finish is 90.4%. The final HPWL from detailed placement is 2050 um. The first routing iteration left 47 violations.

The total of warnings raised by yosys came out at 1. The post-route fraction of the period consumed by the critical path came out at 97.1%. Per Yosys stat, the portion of area used by sequential elements is 0%. The met1 track demand over resource in global routing is 13.9%.

The kind of cell adding the most delay to the critical path is AND-OR/OR-AND gates. The maximum number of pins on one net before global-route repair came out at 13. For reference, the critical path cell chain is clkbuf_2 > inv_2 > ha_4 > inv_2 > ha_4 > a21oi_4 > xnor2_2 > ha_2 > and2b_2 > or4_4 > o2111ai_4 > ha_2 > or2b_4 > o32a_4 > a21oi_4 > or2_4 > buf_4 > nor2_4 > a31o_1 > a211oi_1 > buf_2. For this run the top cell type by instance count after synthesis was sky130_fd_sc_hd__nor2_1. The max-slew headroom at the worst pin is 60.7%. The worst supply voltage drop on vdd is 0.0000727 V. The layout summary lists the proportion of cells stronger than drive strength 1 as 58.1%. The iteration tally of the first detailed-router pass came out at 4. The commonest cells after synthesis are 14 x sky130_fd_sc_hd__nor2_1, 10 x sky130_fd_sc_hd__a21oi_1, 9 x sky130_fd_sc_hd__ha_1, 9 x sky130_fd_sc_hd__inv_1. The yosys-reported design area after synthesis came out at 952 um2. The path class of the tightest hold or removal check is primary input to output pin. The cell count in the Yosys report is 135. The flow ran to the end, and the final reports show no timing, DRC or antenna violations. Sorting the Yosys area breakdown by cell type puts at the top sky130_fd_sc_hd__ha_1. The met2 capacity usage during global routing came out at 13.8%.

The count of hold buffers inserted by post-cts repair came out at 0. The maximum clock frequency came out at 0.156 GHz. The final number of hold-violating endpoints came out at 0. Per the placement log, port buffering inserted 16 buffers.

The mean routed wirelength per cell is 13.0 um. Data arrives at the worst endpoint at 5090 ps. The leakage component of the power came out at 0.793 nW.

The routed layout has 1,282 vias. The routability congestion estimate from global placement is 0.918. The biggest cell delay along the critical path is 430 ps. The area occupied by registers is 0 um2. The post-place setup slack came out at -815 ps. The power density over the cells is 194 nW/um2. The via count of the first global-routing pass is 1,150. met1 is the most crowded layer.

The final layout contains routed wiring with a total length of 3180 um. During I/O placement, the number of pins put on the boundary was 20. The number of antenna violations at the first check in global routing is 0.

The final standard cell count with taps included and fillers excluded is 244. The core box area came out at 3420 um2. The warning total across the stage logs came out at 36. On the critical path, the stage with the largest delay is an instance of sky130_fd_sc_hd__or4_4. The main area contributors are sky130_fd_sc_hd__ha_1 12%, sky130_fd_sc_hd__nor2_1 5.5%, sky130_fd_sc_hd__a21oi_1 5.3%. The instance count after placement with tap cells included came out at 226. The overall die height came out at 80 um. Synthesis produced a netlist whose cell count is 135. The fill cell total of the finished layout came out at 294.

STA classifies the critical path endpoint as an output pin. The count of flip-flops and latches came out at 0. According to the timing report, the data required time at the worst endpoint equals 5280 ps. The type of the worst setup path is primary input to output pin. The slew at the pin with the worst max-slew slack is 585 ps. The fraction of synthesized cell area taken by the top area cell type came out at 11.8%.

The DRC violations left is 0. The worst setup margin came out at 192 ps. The overall routing resource usage came out at 9.17%. The worst hold slack across all endpoints came out at 2640 ps.
[final timing paths]
| path | start | slack [ps] | cells after the start | to |
|---|---|---|---|---|
| setup / recovery | binary[6] | 190 | 21 | Tens[0] |
| hold / removal | binary[0] | 2640 | 0 | Ones[0] |
[final cells by class]
type | count | area (um2) | share of cell area [%]
timing repair buffer | 69 | 537 | 29.6
multi-input combinational | 120 | 1180 | 65.4
inverter | 9 | 33.8 | 1.86
tap | 46 | 57.6 | 3.17
[per-stage QoR]
step | power, mW | area [um2] | setup TNS, ps | utilization, %
floorplan | 0.145 | 956 | 0 | -
finish | 0.352 | 1810 | 0 | 53.1
global placement | 0.253 | 1390 | -5190 | 40.7
global route | 0.383 | 1810 | -18.8 | 53.1
detailed placement | 0.258 | 1390 | -5690 | 40.7
CTS | 0.317 | 1700 | -323 | 49.9
[cells in the final DEF (no fill, tap or decap), types with 3 or more instances in the layout]
| cell type | netlist | routed |
|---|---|---|
| sky130_fd_sc_hd__buf_4 | 3 | 48 |
| sky130_fd_sc_hd__nor2_1 | 14 | 8 |
| sky130_fd_sc_hd__inv_2 | 0 | 5 |
| sky130_fd_sc_hd__a21oi_4 | 0 | 5 |
| sky130_fd_sc_hd__a21oi_1 | 10 | 5 |
| sky130_fd_sc_hd__o21ai_0 | 6 | 5 |
| sky130_fd_sc_hd__o21ai_1 | 5 | 5 |
| sky130_fd_sc_hd__nor2_4 | 0 | 5 |
| sky130_fd_sc_hd__nand2_1 | 6 | 5 |
| sky130_fd_sc_hd__clkdlybuf4s50_1 | 0 | 5 |
| sky130_fd_sc_hd__buf_2 | 1 | 5 |
| sky130_fd_sc_hd__buf_6 | 1 | 5 |
| sky130_fd_sc_hd__inv_1 | 9 | 4 |
| sky130_fd_sc_hd__a21o_1 | 4 | 4 |
| sky130_fd_sc_hd__mux2i_1 | 4 | 4 |
| sky130_fd_sc_hd__ha_4 | 0 | 4 |
| sky130_fd_sc_hd__ha_2 | 0 | 4 |
| sky130_fd_sc_hd__nand4_1 | 3 | 3 |
| sky130_fd_sc_hd__nand3_1 | 3 | 3 |
| sky130_fd_sc_hd__clkbuf_2 | 0 | 3 |
[routing by layer]
metal,wire length (um),vias to the layer above
met5,0,-
met4,24,0
met3,178,4
met2,1350,39
met1,1630,597
li1,-,642
[kinds of logic (layout without fill, tap and decap cells)]
logic type | Yosys count | in the layout | share of synthesized area, %
AND-OR/OR-AND | 50 | 50 | 38.4
XOR/XNOR | 4 | 4 | 4.47
adder cells (fa/ha/maj) | 9 | 9 | 11.8
buffers and inverters | 16 | 78 | 8.41
multiplexers | 5 | 5 | 5.65
other | 1 | 2 | 0.394
AND/OR/NAND/NOR | 50 | 50 | 30.9
[where the power goes]
group          switching, mW  leakage (nW)  internal [mW]  total, mW
clock network              0             0              0          0
logic                  0.161         0.793          0.191      0.352
registers                  0             0              0          0
total                  0.161         0.793          0.191      0.352
[timing repair]
item / in CTS / in global routing
setup endpoints to repair: 9 / 9
resized: 73 / 23
gates cloned: 0 / 0
pin swaps: 26 / 21
setup buffers: 13 / 5
Power figures rest on the tool's default switching activity, not on a simulated workload.
