--- design/flow/design.v ---
module Execute (
    output reg [31:0] PC_E, rs1_E, rs2_E,
    Immediate_Value_E, Instruction_E,
    output reg [3:0] alu_opE, output reg reg_wrE, sel_AE, sel_BE,
    wr_enE, rd_enE, output reg [1:0] wb_selE, output reg [2:0] br_typeE,
    input [31:0] PC_D, rdata1, rdata2,
    Immediate_Value, Instruction_D,
    input [3:0] alu_op, input reg_wr, sel_A, sel_B, FlushE, rst,
    wr_en, rd_en, input [1:0] wb_sel, input clk, input[2:0] br_type
);
    always @(posedge clk ) begin
        if(FlushE || rst) begin
            PC_E <= 0;
            rs1_E <= 0;
            rs2_E <= 0;
            Immediate_Value_E <= 0;
            Instruction_E <= 0;
            {alu_opE, sel_AE, sel_BE, wr_enE, rd_enE, wb_selE} <= 11'b0;
            br_typeE <= 3'b111;
            reg_wrE <= 0;
        end else begin
        PC_E <= PC_D;
        rs1_E <= rdata1;
        rs2_E <= rdata2;
        Immediate_Value_E <= Immediate_Value;
        Instruction_E <= Instruction_D;
        {alu_opE, sel_AE, sel_BE, wr_enE, rd_enE, wb_selE, br_typeE} <= {alu_op, sel_A, sel_B,
        wr_en, rd_en, wb_sel, br_type};
        reg_wrE <= reg_wr;
        end
    end
endmodule
--- design/flow/run.sh ---
#!/bin/bash
# OpenROAD 26Q1-2900-gdf79404cd8, Yosys 0.63+post, stock flow scripts
make -C /OpenROAD-flow-scripts/flow DESIGN_CONFIG=/design/flow/config.mk WORK_HOME=/design/flow/orfs finish
--- design/flow/config.mk ---
export PLATFORM = sky130hd
export DESIGN_NAME = Execute
export DESIGN_NICKNAME = Execute
export VERILOG_FILES = /design/flow/design.v
export SDC_FILE = /design/flow/constraint.sdc
export NUM_CORES = 4
export LEC_CHECK = 1
export CORE_AREA = 10 10 200 200
export DIE_AREA = 0 0 210 210
--- design/flow/constraint.sdc ---
current_design Execute

set clk_period 1.2
set clk_io_pct 0.2

create_clock -name clk0 -period $clk_period [get_ports {clk}]

set non_clock_inputs [all_inputs -no_clocks]
set_input_delay [expr $clk_period * $clk_io_pct] -clock clk0 $non_clock_inputs
set_output_delay [expr $clk_period * $clk_io_pct] -clock clk0 [all_outputs]
==> flow_summary.ini <==
; yosys + openroad results
[setup_path]
crit_type = flip-flop to output pin
cp_cell_sequence = clkdlybuf4s15_1
critPathLaunchType = flip-flop
crit_family = flip-flops
endpoint_kind = output pin
slowest_delay_ns = 0.31
crit_arrival_ns = 0.91
crit_fanout = 1
slowest_stage = dfxtp_1
cp.buffers_inverters = 1
cp.required_ns = 0.96

[power]
irDropWorstVdd_v = 0.000963
power_density_nw_per_um2 = 1480
power_mw = 13.1
p_leak_nw = 3.63

[sta]
hold_violations = 0
rsz0062_at_grt = no
worst_slack_ns = 0.0451
max_slew_margin_pct = 63.0
worst_pin_slew_ns = 0.554
max_clock_freq_ghz = 0.866
min_period_ns = 1.15
finalSetupTns_ns = 0
finalSetupViolCount = 0
hold_slack_ns = 0.232
slew_violations = 0
post-route-period-util_pct = 96.2

[finish]
final_util_pct = 24.9
nFillCells = 3831
layout-drive-gt1-share_pct = 33.4
layoutNonFillerInstCount = 1209
area_growth_pct = 71.8
register_area_um2 = 3520
final_layout_top_logic_cells = clkdlybuf4s50_1 (174), nor3b_1 (171), dfxtp_1 (146)
stdcell_area_um2 = 8840
comb_area_um2 = 1300
lay_top_count = clkdlybuf4s50_1

[grt]
use_met1_pct = 10.4
met2_usage_pct = 14.5
grt_overflow = 0
grt_pass1_vias = 4345
grt_max_degree = 45
grt_pass1_wl_um = 29000
grt_busiest_layer = met2
antenna_found_initial = 2
grt.total_usage_pct = 8.65
groute.layer.met3.usage_pct = 3.66

[synth]
top_area_cell = dfxtp_1
ys_cells = 386
synth_seq_share_pct = 67.7
netlist_instances = 386
yosys.area_share.aoi_pct = 0
synth_warnings = 1
ys_sh_adder_pct = 0
synthMuxAreaShare_pct = 0
ys_sh_xor_pct = 0
yosysUniqueCellTypes = 8
top_area_share_pct = 67.7
area_leaders = dfxtp_1 (68%), nor3b_1 (25%), clkbuf_8 (3.2%), buf_6 (1.8%), buf_4 (1.0%)
topCombFamilyByArea = simple AND/OR/NAND/NOR gates
numSynthFlops = 174
yosys_area_um2 = 5150
synth_area_per_cell_um2 = 13.3
syn_area_um2 = 5150
synthSimpleGateAreaFrac_pct = 25.3

[clock_tree]
cts-resized-gates = 554
clk_pin_slew_worst_paths_ns = 0.07
cts_root_buf = clkbuf_16
postCtsHoldBufs = 0
cts_tree = yes
cts.sinks = 174
cts_buffer_depth = 2
htreeDepth = 4
postCtsSetupBuffers = 0
numCtsBuffers = 17

[place]
place_ws_ns = -0.221
place.gp.congestion = 0.820
placedCellCount = 1177
io_buffers = 350
hpwl_um = 15100
dpl_cell_area_um2 = 9070

[drt]
via_per_inst = 3.43
drt-initial-drc-count = 178
wl_per_cell_um = 16.5
n_antenna_cell = 0
wl_um = 19900
vias = 4146
ant_nets = 0
dr.pass1.iters = 4
drc = 0

[floorplan]
dieWidth_um = 210
row_count = 69
fp_util_pct = 14.5
core_um2 = 35600
die-area_um2 = 44100
io_pins = 351
fp.dieH_um = 210

[run]
drv_cap = 0
tool_warnings = 25

[hold_path]
hp-class = input port to flip-flop

[run_status]
status = completed
-- cells in the mapped netlist, drive strengths merged --
| cell | number |
|---|---|
| nor3b | 171 |
| clkbuf | 12 |
| dfxtp | 174 |
| buf | 26 |
| or3 | 3 |
-- state kept, by name, indices dropped and copies added, names as in the netlist, 2 cells and up --
register and cells:
Instruction_E 32, rs1_E 32, alu_opE 4, PC_E 32, wb_selE 2, Immediate_Value_E 32, br_typeE 3, rs2_E 32
-- metal layers --
layer / vias to the layer above / part of all wire, % / wire [um]
li1: 2014 / - / -
met1: 1941 / 40 / 7950
met2: 171 / 49 / 9750
met3: 18 / 9.4 / 1870
met4: 2 / 1.7 / 343
met5: - / 0.065 / 13
-- cell type report --
| class | count | area share, % |
|---|---|---|
| timing repair buffer | 368 | 32.2 |
| multi-input combinational | 174 | 14.7 |
| tap | 461 | 6.52 |
| clock inverter | 14 | 1.90 |
| clock buffer | 18 | 4.85 |
| sequential | 174 | 39.8 |
-- final timing paths --
check                                   start  depth (start not counted)                   to
setup / recovery  Instruction_E[1]$_SDFF_PP0_                          1     Instruction_E[1]
hold / removal                         FlushE                          2  PC_E[24]$_SDFF_PP0_
-- kinds of logic (layout without fill, tap and decap cells) --
kind of cell,Yosys count,after routing
flops,174,174
simple gates,174,174
buf+inv,38,400
-- where the power goes --
part	internal (mW)	switching, mW
clock	3.16	2.66
combinational	0.849	0.392
sequential	6.01	0.0492
No activity file was given, so power comes from the tool's default toggle rates.
